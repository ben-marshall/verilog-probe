==> flow/config.mk <==
export PLATFORM = sky130hd
export DESIGN_NAME = uartprobe
export DESIGN_NICKNAME = uartprobe
export VERILOG_FILES = /design/flow/design.v
export SDC_FILE = /design/flow/constraint.sdc
export NUM_CORES = 4
export LEC_CHECK = 1
export CORE_UTILIZATION = 30
==> flow/constraint.sdc <==
current_design uartprobe

set clk_period 5.8
set clk_io_pct 0.2

create_clock -name clk0 -period $clk_period [get_ports {clk}]

set non_clock_inputs [all_inputs -no_clocks]
set_input_delay [expr $clk_period * $clk_io_pct] -clock clk0 $non_clock_inputs
set_output_delay [expr $clk_period * $clk_io_pct] -clock clk0 [all_outputs]
==> flow/design.v <==
module uartprobe #(
    parameter [31:0] GPO_ON_RESET      = 32'hDEAD_BEEF,
    parameter [31:0] AXI_ADDR_ON_RESET = 32'b0
)(
input             clk,
input             m_aresetn,
input             rx_valid,
input      [ 7:0] rx_data,
output            rx_ready,
output            tx_valid,
output     [ 7:0] tx_data,
input             tx_ready,
output reg [31:0] gpo,
input      [31:0] gpi,
output     [31:0] m_axi_araddr,
input             m_axi_arready,
output     [ 2:0] m_axi_arsize,
output            m_axi_arvalid,
output     [31:0] m_axi_awaddr,
input             m_axi_awready,
output     [ 2:0] m_axi_awsize,
output            m_axi_awvalid,
output            m_axi_bready,
input      [ 1:0] m_axi_bresp,
input             m_axi_bvalid,
input      [31:0] m_axi_rdata,
output            m_axi_rready,
input      [ 1:0] m_axi_rresp,
input             m_axi_rvalid,
output reg [31:0] m_axi_wdata,
input             m_axi_wready,
output     [ 3:0] m_axi_wstrb,
output            m_axi_wvalid
);
reg           rx_ready_r;
assign        rx_ready = rx_ready_r && rx_valid;
reg           axi_rd_go;
reg           axi_wr_go;
reg           axi_wa_go;
reg  [31:0]   axi_addr;
reg  [31:0]   axi_data;
reg           axi_ctrl_ae;
reg           axi_ctrl_rv;
reg           axi_ctrl_wv;
reg  [ 1:0]   axi_ctrl_rr;
reg  [ 1:0]   axi_ctrl_wr;
wire [ 7:0]   axi_rctrl = {axi_ctrl_rr, 2'b00,
                           axi_ctrl_rv, 2'b00,
                           axi_ctrl_ae, 1'b0};
wire [ 7:0]   axi_wctrl = {axi_ctrl_wr, 2'b00,
                           axi_ctrl_wv, 2'b00,
                           axi_ctrl_ae, 1'b0};
assign        m_axi_arsize = 3'b0;
assign        m_axi_arvalid= axi_rd_go;
assign        m_axi_awsize = 3'b0;
assign        m_axi_awvalid= axi_wa_go;
assign        m_axi_bready = m_axi_bvalid;
assign        m_axi_rready = m_axi_rvalid;
assign        m_axi_wstrb  = 4'b1111;
assign        m_axi_wvalid = axi_wr_go;
assign        m_axi_araddr = axi_addr;
assign        m_axi_awaddr = axi_addr;
reg [5:0] fsm;       
reg [5:0] n_fsm;     
localparam [7:0] CMD_GPI_RD0    = 8'h02;
localparam [7:0] CMD_GPI_RD1    = 8'h03;
localparam [7:0] CMD_GPI_RD2    = 8'h04;
localparam [7:0] CMD_GPI_RD3    = 8'h05;
localparam [7:0] CMD_GPO_RD0    = 8'h06;
localparam [7:0] CMD_GPO_RD1    = 8'h07;
localparam [7:0] CMD_GPO_RD2    = 8'h08;
localparam [7:0] CMD_GPO_RD3    = 8'h09;
localparam [7:0] CMD_GPO_WR0    = 8'h0A;
localparam [7:0] CMD_GPO_WR1    = 8'h0B;
localparam [7:0] CMD_GPO_WR2    = 8'h0C;
localparam [7:0] CMD_GPO_WR3    = 8'h0D;
localparam [7:0] CMD_AXI_RD0    = 8'h0E;
localparam [7:0] CMD_AXI_RD1    = 8'h0F;
localparam [7:0] CMD_AXI_RD2    = 8'h10;
localparam [7:0] CMD_AXI_RD3    = 8'h11;
localparam [7:0] CMD_AXI_WR0    = 8'h12;
localparam [7:0] CMD_AXI_WR1    = 8'h13;
localparam [7:0] CMD_AXI_WR2    = 8'h14;
localparam [7:0] CMD_AXI_WR3    = 8'h15;
localparam [7:0] CMD_AXI_RB0    = 8'h16;
localparam [7:0] CMD_AXI_RB1    = 8'h17;
localparam [7:0] CMD_AXI_RB2    = 8'h18;
localparam [7:0] CMD_AXI_RB3    = 8'h19;
localparam [7:0] CMD_AXI_WB0    = 8'h1A;
localparam [7:0] CMD_AXI_WB1    = 8'h1B;
localparam [7:0] CMD_AXI_WB2    = 8'h1C;
localparam [7:0] CMD_AXI_WB3    = 8'h1D;
localparam [7:0] CMD_AXI_RDRC   = 8'h1E;
localparam [7:0] CMD_AXI_WRRC   = 8'h1F;
localparam [7:0] CMD_AXI_RDWC   = 8'h20;
localparam [7:0] CMD_AXI_WRWC   = 8'h21;
localparam [5:0] FSM_RESET      = 'd0;
localparam [5:0] FSM_IDLE       = 'd1;
localparam [5:0] FSM_GPI_RD0    = CMD_GPI_RD0;
localparam [5:0] FSM_GPI_RD1    = CMD_GPI_RD1;
localparam [5:0] FSM_GPI_RD2    = CMD_GPI_RD2;
localparam [5:0] FSM_GPI_RD3    = CMD_GPI_RD3;
localparam [5:0] FSM_GPO_RD0    = CMD_GPO_RD0;
localparam [5:0] FSM_GPO_RD1    = CMD_GPO_RD1;
localparam [5:0] FSM_GPO_RD2    = CMD_GPO_RD2;
localparam [5:0] FSM_GPO_RD3    = CMD_GPO_RD3;
localparam [5:0] FSM_GPO_WR0    = CMD_GPO_WR0;
localparam [5:0] FSM_GPO_WR1    = CMD_GPO_WR1;
localparam [5:0] FSM_GPO_WR2    = CMD_GPO_WR2;
localparam [5:0] FSM_GPO_WR3    = CMD_GPO_WR3;
localparam [5:0] FSM_AXI_RD0    = CMD_AXI_RD0;
localparam [5:0] FSM_AXI_RD1    = CMD_AXI_RD1;
localparam [5:0] FSM_AXI_RD2    = CMD_AXI_RD2;
localparam [5:0] FSM_AXI_RD3    = CMD_AXI_RD3;
localparam [5:0] FSM_AXI_WR0    = CMD_AXI_WR0;
localparam [5:0] FSM_AXI_WR1    = CMD_AXI_WR1;
localparam [5:0] FSM_AXI_WR2    = CMD_AXI_WR2;
localparam [5:0] FSM_AXI_WR3    = CMD_AXI_WR3;
localparam [5:0] FSM_AXI_RB0    = CMD_AXI_RB0;
localparam [5:0] FSM_AXI_RB1    = CMD_AXI_RB1;
localparam [5:0] FSM_AXI_RB2    = CMD_AXI_RB2;
localparam [5:0] FSM_AXI_RB3    = CMD_AXI_RB3;
localparam [5:0] FSM_AXI_WB0    = CMD_AXI_WB0;
localparam [5:0] FSM_AXI_WB1    = CMD_AXI_WB1;
localparam [5:0] FSM_AXI_WB2    = CMD_AXI_WB2;
localparam [5:0] FSM_AXI_WB3    = CMD_AXI_WB3;
localparam [5:0] FSM_AXI_RDRC   = CMD_AXI_RDRC;
localparam [5:0] FSM_AXI_WRRC   = CMD_AXI_WRRC;
localparam [5:0] FSM_AXI_RDWC   = CMD_AXI_RDWC;
localparam [5:0] FSM_AXI_WRWC   = CMD_AXI_WRWC;
always @(*) begin : p_n_fsm
    n_fsm    = FSM_IDLE;
    case(fsm)
        FSM_RESET   : n_fsm = FSM_IDLE;
        FSM_IDLE    : begin
            if(rx_ready) begin
                n_fsm = rx_data[5:0];
            end else begin
                n_fsm = FSM_IDLE;
            end
        end
        FSM_GPI_RD0 : n_fsm = tx_ready ? FSM_IDLE : FSM_GPI_RD0;
        FSM_GPI_RD1 : n_fsm = tx_ready ? FSM_IDLE : FSM_GPI_RD1;
        FSM_GPI_RD2 : n_fsm = tx_ready ? FSM_IDLE : FSM_GPI_RD2;
        FSM_GPI_RD3 : n_fsm = tx_ready ? FSM_IDLE : FSM_GPI_RD3;
        FSM_GPO_RD0 : n_fsm = tx_ready ? FSM_IDLE : FSM_GPO_RD0;
        FSM_GPO_RD1 : n_fsm = tx_ready ? FSM_IDLE : FSM_GPO_RD1;
        FSM_GPO_RD2 : n_fsm = tx_ready ? FSM_IDLE : FSM_GPO_RD2;
        FSM_GPO_RD3 : n_fsm = tx_ready ? FSM_IDLE : FSM_GPO_RD3;
        FSM_GPO_WR0 : n_fsm = rx_ready ? FSM_IDLE : FSM_GPO_WR0;
        FSM_GPO_WR1 : n_fsm = rx_ready ? FSM_IDLE : FSM_GPO_WR1;
        FSM_GPO_WR2 : n_fsm = rx_ready ? FSM_IDLE : FSM_GPO_WR2;
        FSM_GPO_WR3 : n_fsm = rx_ready ? FSM_IDLE : FSM_GPO_WR3;
        FSM_AXI_RD0 : n_fsm = tx_ready ? FSM_IDLE : FSM_AXI_RD0;
        FSM_AXI_RD1 : n_fsm = tx_ready ? FSM_IDLE : FSM_AXI_RD1;
        FSM_AXI_RD2 : n_fsm = tx_ready ? FSM_IDLE : FSM_AXI_RD2;
        FSM_AXI_RD3 : n_fsm = tx_ready ? FSM_IDLE : FSM_AXI_RD3;
        FSM_AXI_WR0 : n_fsm = rx_ready ? FSM_IDLE : FSM_AXI_WR0;
        FSM_AXI_WR1 : n_fsm = rx_ready ? FSM_IDLE : FSM_AXI_WR1;
        FSM_AXI_WR2 : n_fsm = rx_ready ? FSM_IDLE : FSM_AXI_WR2;
        FSM_AXI_WR3 : n_fsm = rx_ready ? FSM_IDLE : FSM_AXI_WR3;
        FSM_AXI_RB0 : n_fsm = tx_ready ? FSM_IDLE : FSM_AXI_RB0;
        FSM_AXI_RB1 : n_fsm = tx_ready ? FSM_IDLE : FSM_AXI_RB1;
        FSM_AXI_RB2 : n_fsm = tx_ready ? FSM_IDLE : FSM_AXI_RB2;
        FSM_AXI_RB3 : n_fsm = tx_ready ? FSM_IDLE : FSM_AXI_RB3;
        FSM_AXI_WB0 : n_fsm = rx_ready ? FSM_IDLE : FSM_AXI_WB0;
        FSM_AXI_WB1 : n_fsm = rx_ready ? FSM_IDLE : FSM_AXI_WB1;
        FSM_AXI_WB2 : n_fsm = rx_ready ? FSM_IDLE : FSM_AXI_WB2;
        FSM_AXI_WB3 : n_fsm = rx_ready ? FSM_IDLE : FSM_AXI_WB3;
        FSM_AXI_RDRC: n_fsm = tx_ready ? FSM_IDLE : FSM_AXI_RDRC;
        FSM_AXI_WRRC: n_fsm = rx_ready ? FSM_IDLE : FSM_AXI_WRRC;
        FSM_AXI_RDWC: n_fsm = tx_ready ? FSM_IDLE : FSM_AXI_RDWC;
        FSM_AXI_WRWC: n_fsm = rx_ready ? FSM_IDLE : FSM_AXI_WRWC;
        default     : n_fsm = FSM_IDLE;
    endcase
end
always @(posedge clk) rx_ready_r <= rx_valid;
assign tx_data = 
    ({8{fsm == FSM_AXI_RB3}} & axi_data[31:24]) | 
    ({8{fsm == FSM_AXI_RB2}} & axi_data[23:16]) | 
    ({8{fsm == FSM_AXI_RB1}} & axi_data[15: 8]) | 
    ({8{fsm == FSM_AXI_RB0}} & axi_data[ 7: 0]) | 
    ({8{fsm == FSM_AXI_RDRC}} & axi_rctrl) | 
    ({8{fsm == FSM_AXI_RDWC}} & axi_wctrl) | 
    ({8{fsm == FSM_AXI_RD3}} & axi_addr[31:24]) | 
    ({8{fsm == FSM_AXI_RD2}} & axi_addr[23:16]) | 
    ({8{fsm == FSM_AXI_RD1}} & axi_addr[15: 8]) | 
    ({8{fsm == FSM_AXI_RD0}} & axi_addr[ 7: 0]) | 
    ({8{fsm == FSM_GPI_RD3}} &      gpi[31:24]) | 
    ({8{fsm == FSM_GPI_RD2}} &      gpi[23:16]) | 
    ({8{fsm == FSM_GPI_RD1}} &      gpi[15: 8]) | 
    ({8{fsm == FSM_GPI_RD0}} &      gpi[ 7: 0]) | 
    ({8{fsm == FSM_GPO_RD3}} &      gpo[31:24]) | 
    ({8{fsm == FSM_GPO_RD2}} &      gpo[23:16]) | 
    ({8{fsm == FSM_GPO_RD1}} &      gpo[15: 8]) | 
    ({8{fsm == FSM_GPO_RD0}} &      gpo[ 7: 0]) ;
assign tx_valid = 
    (fsm == FSM_AXI_RB0) || 
    (fsm == FSM_AXI_RB1) || 
    (fsm == FSM_AXI_RB2) || 
    (fsm == FSM_AXI_RB3) || 
    (fsm == FSM_AXI_RDRC) || 
    (fsm == FSM_AXI_RDWC) || 
    (fsm == FSM_AXI_RD0) || 
    (fsm == FSM_AXI_RD1) || 
    (fsm == FSM_AXI_RD2) || 
    (fsm == FSM_AXI_RD3) || 
    (fsm == FSM_GPI_RD0) || 
    (fsm == FSM_GPI_RD1) || 
    (fsm == FSM_GPI_RD2) || 
    (fsm == FSM_GPI_RD3) || 
    (fsm == FSM_GPO_RD0) || 
    (fsm == FSM_GPO_RD1) || 
    (fsm == FSM_GPO_RD2) || 
    (fsm == FSM_GPO_RD3)  ;
always @(posedge clk, negedge m_aresetn) begin : p_axi_rd_go
    if(!m_aresetn) begin
        axi_rd_go <= 1'b0;
    end else if (m_axi_arready) begin
        axi_rd_go <= 1'b0;
    end else if(fsm == FSM_AXI_WRRC && rx_valid && rx_data[0:0]) begin
        axi_rd_go <= 1'b1;
    end
end
always @(posedge clk, negedge m_aresetn) begin : p_axi_wa_go
    if(!m_aresetn) begin
        axi_wa_go <= 1'b0;
    end else begin
        if (m_axi_awready) begin
            axi_wa_go <= 1'b0;
        end else if(fsm == FSM_AXI_WRWC && rx_valid && rx_data[0:0]) 
        begin
            axi_wa_go <= 1'b1;
        end
    end
end
always @(posedge clk, negedge m_aresetn) begin : p_axi_wr_go
    if(!m_aresetn) begin
        axi_wr_go <= 1'b0;
    end else begin
        if (m_axi_wready) begin
            axi_wr_go <= 1'b0;
        end else if(fsm == FSM_AXI_WRWC && rx_valid && rx_data[0:0]) 
        begin
            axi_wr_go <= 1'b1;
        end
    end
end
always @(posedge clk, negedge m_aresetn) begin : p_axi_ctrl
    if(!m_aresetn) begin
        axi_ctrl_ae <= 1'b1;
        axi_ctrl_rv <= 1'b1;
        axi_ctrl_wv <= 1'b1;
    end else begin
        if((fsm == FSM_AXI_WRWC || fsm == FSM_AXI_WRRC) && rx_valid) begin
            axi_ctrl_ae <= rx_data[1:1]; 
        end
        if(m_axi_rvalid) begin
            axi_ctrl_rr <= m_axi_rresp;
            axi_ctrl_rv <= 1'b1;
        end else if (fsm == FSM_AXI_RDRC && tx_ready) begin
            axi_ctrl_rv <= 1'b0;
        end
        if(m_axi_bvalid) begin
            axi_ctrl_wr <= m_axi_bresp;
            axi_ctrl_wv <= 1'b1;
        end else if (fsm == FSM_AXI_RDWC && tx_ready) begin
            axi_ctrl_wv <= 1'b0;
        end
    end
end
always @(posedge clk) begin : p_axi_wdata
    if          (fsm == FSM_AXI_WB0 && rx_valid) begin
        m_axi_wdata <= {m_axi_wdata[31:8], rx_data};
    end else if (fsm == FSM_AXI_WB1 && rx_valid) begin
        m_axi_wdata <= {m_axi_wdata[31:16], rx_data, m_axi_wdata[7:0]};
    end else if (fsm == FSM_AXI_WB2 && rx_valid) begin
        m_axi_wdata <= {m_axi_wdata[31:24], rx_data, m_axi_wdata[15:0]};
    end else if (fsm == FSM_AXI_WB3 && rx_valid) begin
        m_axi_wdata <= {rx_data, m_axi_wdata[23:0]};
    end
end
always @(posedge clk) begin : p_axi_rdata
    if(m_axi_rvalid) axi_data <= m_axi_rdata;
end
wire [31:0] n_axi_addr = 
    (m_axi_rready || m_axi_bready) && axi_ctrl_ae ? (axi_addr+32'h4)        :
    !rx_ready                 ? axi_addr                                    :
    fsm == FSM_AXI_WR0        ? {axi_addr[31:8], rx_data}                   :
    fsm == FSM_AXI_WR1        ? {axi_addr[31:16], rx_data, axi_addr[7:0]}   :
    fsm == FSM_AXI_WR2        ? {axi_addr[31:24], rx_data, axi_addr[15:0]}  :
    fsm == FSM_AXI_WR3        ? {rx_data, axi_addr[23:0]}                   :
                                 axi_addr                                   ;
always @(posedge clk, negedge m_aresetn) begin : p_axi_addr
    if(!m_aresetn) begin
        axi_addr <= AXI_ADDR_ON_RESET;
    end else begin
        axi_addr <= n_axi_addr;
    end
end
always @(posedge clk, negedge m_aresetn) begin : p_gpo
    if(!m_aresetn) begin
        gpo <= GPO_ON_RESET;
    end else if (fsm == FSM_GPO_WR0 && rx_valid) begin
        gpo <= {gpo[31:8], rx_data};
    end else if (fsm == FSM_GPO_WR1 && rx_valid) begin
        gpo <= {gpo[31:16], rx_data, gpo[7:0]};
    end else if (fsm == FSM_GPO_WR2 && rx_valid) begin
        gpo <= {gpo[31:24], rx_data, gpo[15:0]};
    end else if (fsm == FSM_GPO_WR3 && rx_valid) begin
        gpo <= {rx_data, gpo[23:0]};
    end
end
always @(posedge clk, negedge m_aresetn) begin : p_fsm
    if(!m_aresetn) begin
        fsm    <= FSM_RESET;
    end else begin
        fsm    <= n_fsm;
    end
end
endmodule
==> flow/run.sh <==
#!/bin/bash
# OpenROAD 26Q1-2900-gdf79404cd8, Yosys 0.63+post, stock flow scripts
make -C /OpenROAD-flow-scripts/flow DESIGN_CONFIG=/design/flow/config.mk WORK_HOME=/design/flow/orfs finish
==> results_slide.txt <==
Implementation Results

Pwr
  • Worst-case vdd ir drop: ~0.00016 V
  • Leakage power of the design: 3.813 nW
  • Total power density per cell area: between 300 and 400 nW/µm²

Layout
  • Register area: 3938 µm²
  • Fillers: between 2k and 2.5k
  • Synth-to-layout area growth: 39.41%
  • Multi-input combinational cell area: roughly 3000 µm²
  • Fraction of layout instances using a drive strength above 1: 0.1695

Critical path
  • Biggest cell delay along the critical path: around 780 ps
  • Req. time, crit path: 4640 ps
  • Worst path slowest cell: sky130_fd_sc_hd__nor2_1
  • Type of the worst setup path: flip-flop to output port
  • Worst-case register-to-register setup slack: between 3000 and 4000 ps
  • Crit path DAT: about 3500 ps
  • Biggest fanout along the worst timing path: 24
  • Cells along the critical path: nand2b_1, nor2_1, a22oi_1, nand3_1, or3_1, clkdlybuf4s50_1
  • Worst Setup End Kind: output port
  • Critical Path Source Type: flip-flop

Hold path
  • Worst hold path class: flip-flop to flip-flop

Synth
  • Synth Register Bits: around 140
  • Cell with the most instances after synthesis: sky130_fd_sc_hd__edfxtp_1
  • Yosys Chip Area: 7467 µm²
  • Yosys warnings: 1
  • Instance tally after logic synthesis: between 600 and 700
  • Average instance area after synthesis: 11.01 µm²
  • Top post-synthesis cells by area: sky130_fd_sc_hd__edfxtp_1, sky130_fd_sc_hd__dfrtp_1, sky130_fd_sc_hd__dfstp_2
  • Post-synth tally of flip-flops with integrated enable: ~66
  • Cell type with the largest total area: sky130_fd_sc_hd__edfxtp_1
  • Total cells reported by yosys after synthesis: approximately 680
  • Max-area cell share: 0.2654
  • Seq/Total Area, Yosys: 0.5273
  • Synth top cells by count: sky130_fd_sc_hd__edfxtp_1, sky130_fd_sc_hd__nor2_1, sky130_fd_sc_hd__a22oi_1, sky130_fd_sc_hd__dfrtp_1, sky130_fd_sc_hd__buf_4
  • Synthesized area: roughly 7500 µm²
  • Asr flop ratio synth: 0.5315
  • Most frequently used flop master after synthesis: sky130_fd_sc_hd__edfxtp_1
  • Synth unique cells: approximately 80

Clock network
  • Clock edge transition at the registers on the reported setup and hold paths: 70 ps
  • TritonCTS buffer count: 17
  • TritonCTS sink count: about 140
  • CTS Buffer Depth: 2
  • Cell at the root of the clock tree: sky130_fd_sc_hd__clkbuf_16
  • Buffer count from post-CTS setup fixing: 0
  • Cts hold-fix bufs: 0
  • Number of gates given a new drive strength after cts: 0
  • Worst-Skew Late Latency: 420 ps
  • H-tree levels: 4
  • CTS tree: yes

Route
  • Met1 wire length: 11.39 mm
  • Total DRC errors in the routed layout: 0
  • Via count of the routed design: 6,568
  • Number of DRC markers after the initial detailed-route iteration: 486
  • Uppermost layer routed: met4
  • Total met2 wirelength after detailed routing: around 12 mm
  • Drt wl/cell: approximately 22 µm
  • Antenna violation net count after detailed routing: 0
  • # diodes: 0
  • Vias per cell: roughly 5.5
  • Total routed wirelength: 26.99 mm
  • Detailed-routing iteration count for the pre-antenna-repair pass: 5
  • Routed wire length on met3: around 2.9 mm

Final timing
  • Final hold viol count: 0
  • Final-report setup violation count: 0
  • Final Skew: 11.78 ps
  • Worst-case hold slack: between 400 and 500 ps
  • Setup TNS Final: 0 ps
  • Unrepaired setup endpoints after global routing: no
  • Final worst path period need: ~4600 ps
  • Rel. slew slack: 0.3754
  • Number of max-slew violations in the final report: 0
  • Final cycle utilization of the critical path: 0.7981
  • Fmax: between 0.2 and 0.25 GHz
  • Least-Margin Pin Slew: slightly above 900 ps

Run status
  • Outcome: finished, final reports clean

Die
  • Die footprint: 25,520 µm²
  • Placement row count: between 50 and 60
  • Die boundary height: ~160 µm
  • Core Region: about 24,000 µm²
  • Width of the die: ~160 µm
  • Starting Density: 0.3061
  • Io pins: 238

Placement
  • Post-DP HPWL: slightly below 20 mm
  • Gpl congestion: 0.8949
  • Count of input and output buffers: 225

Run
  • Number of OpenROAD warnings: 27
  • Max_cap viols: 0

Global route
  • Via count of the first global-routing pass: 6,239
  • Gr usage total: 0.2197
  • Initial antenna violation count: 0
  • Pin count of the biggest net entering global routing: 55
  • Wire length of the first global-routing pass: roughly 40 mm
  • Overflow left after global routing: 0
[stage by stage]
stage | setup slack [ps] | power (mW) | util | cell area [µm²] | cells
finish | 1171 | 3.803 | 0.4268 | 10410 | 1203
global route | 1036 | 3.996 | 0.4268 | 10410 | 1203
CTS | 1187 | 3.824 | 0.4268 | 10410 | 1203
detailed placement | 1651 | 2.686 | 0.4022 | 9811 | 1171
global placement | 1622 | 2.684 | 0.4022 | 9811 | 1171
floorplan | 2805 | 2.046 | - | 7497 | 686
[flip-flops by register name, indices dropped and copies added, names as in the netlist, 6 cells and up]
| register | flops |
|---|---|
| axi_addr | 32 |
| axi_data | 32 |
| fsm | 6 |
| gpo | 32 |
| m_axi_wdata | 32 |
[critical path: cells and delay by family, from the launching register on]
family	cells	cell delay [ps]
compound gates	1	230
buf+inv	1	470
flops	1	670
simple gates	4	1670
[metal layers]
metal | track usage | up-vias
met1 | 0.3247 | 3171
met3 | 0.07808 | 44
met2 | 0.3192 | 403
li1 | - | 2950
met4 | 0.05245 | 0
met5 | 0 | -
[layout by cell type (no fill, tap or decap), types with 6 or more instances in the layout]
cell type	count
sky130_fd_sc_hd__a211oi_1	8
sky130_fd_sc_hd__a21oi_1	26
sky130_fd_sc_hd__a221oi_1	7
sky130_fd_sc_hd__a22oi_1	49
sky130_fd_sc_hd__a31oi_1	7
sky130_fd_sc_hd__and3_1	8
sky130_fd_sc_hd__and4_1	10
sky130_fd_sc_hd__buf_4	22
sky130_fd_sc_hd__clkbuf_16	17
sky130_fd_sc_hd__clkdlybuf4s50_1	223
sky130_fd_sc_hd__conb_1	10
sky130_fd_sc_hd__dfrtp_1	49
sky130_fd_sc_hd__dfstp_2	27
sky130_fd_sc_hd__edfxtp_1	66
sky130_fd_sc_hd__mux2_2	35
sky130_fd_sc_hd__mux2i_1	7
sky130_fd_sc_hd__nand2_1	40
sky130_fd_sc_hd__nand2b_1	7
sky130_fd_sc_hd__nand3_1	20
sky130_fd_sc_hd__nand4_1	14
sky130_fd_sc_hd__nor2_1	59
sky130_fd_sc_hd__nor3_1	20
sky130_fd_sc_hd__o211ai_1	6
sky130_fd_sc_hd__o21ai_0	15
[layout make-up]
cell class | count | area share
sequential | 143 | 0.3782
clock inverter | 14 | 0.01635
tap | 324 | 0.03894
clock buffer | 18 | 0.04123
inverter | 5 | 0.001803
multi-input combinational | 453 | 0.2927
timing repair buffer | 246 | 0.2308
[report_power, final]
part	total [mW]	switching, mW	internal, mW
combinational	1.20	0.543	0.659
sequential	1.48	0.254	1.22
clock	1.12	0.473	0.651
total	3.80	1.27	2.53
[worst paths after layout]
kind | start | to | cells past startpoint
max in group asynchronous | m_aresetn | gpo[20] | 2
min in group asynchronous | m_aresetn | axi_wr_go | 1
hold / removal | gpo[23] | gpo[23] | 2
hold reg to reg | gpo[23] | gpo[23] | 2
setup reg to reg | fsm[0] | axi_addr[29] | 4
setup / recovery | fsm[0] | tx_data[7] | 6
[kinds of logic (layout without fill, tap and decap cells)]
group | after synthesis | in the layout | share of synthesized area
and+or+nand+nor | 230 | 230 | 0.1714
other | 2 | 10 | 0.001006
buffers and inverters | 90 | 283 | 0.06920
muxes | 44 | 44 | 0.06518
adders and majority gates | 2 | 2 | 0.003016
AOI/OAI and AO/OA | 167 | 167 | 0.1629
DFF | 143 | 143 | 0.5273
No activity file was given, so power comes from the tool's default toggle rates.
