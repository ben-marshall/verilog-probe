--- design.v ---
`timescale 1ns / 1ps
module uart_to_probe(
input             clk,
input             m_aresetn,
input             rx_valid,
input      [ 7:0] rx_data,
output            rx_ready,
output            tx_valid,
output     [ 7:0] tx_data,
input             tx_ready,
output     [31:0] m_axi_araddr,
input             m_axi_arready,
output     [ 2:0] m_axi_arsize,
output            m_axi_arvalid,
output     [31:0] m_axi_awaddr,
input             m_axi_awready,
output     [ 2:0] m_axi_awsize,
output            m_axi_awvalid,
output            m_axi_bready,
input      [ 1:0] m_axi_bresp,
input             m_axi_bvalid,
input      [31:0] m_axi_rdata,
output            m_axi_rready,
input      [ 1:0] m_axi_rresp,
input             m_axi_rvalid,
output     [31:0] m_axi_wdata,
input             m_axi_wready,
output     [ 3:0] m_axi_wstrb,
output            m_axi_wvalid
);
localparam [7:0]  UART_CTRL_CFG = 8'b0001_0000;
localparam [31:0] UART_REG_RX   = 32'h4060_0000;
localparam [31:0] UART_REG_TX   = 32'h4060_0004;
localparam [31:0] UART_REG_STAT = 32'h4060_0008;
localparam [31:0] UART_REG_CTRL = 32'h4060_000C;
reg a_ready;
reg d_ready;
reg [1:0] fsm_w;
reg [1:0] n_fsm_w;
reg [1:0] fsm_r;
reg [1:0] n_fsm_r;
localparam [1:0] FSM_RESET   = 2'd0;
localparam [1:0] FSM_SETUP   = 2'd1;
localparam [1:0] FSM_IDLE    = 2'd2;
localparam [1:0] FSM_RX      = 2'd3;
assign m_axi_awaddr = fsm_w == FSM_SETUP ? UART_REG_CTRL : UART_REG_TX;
assign m_axi_awsize = 3'b0;
assign m_axi_awvalid= fsm_w == FSM_SETUP ? !a_ready   : (rx_valid && !a_ready);
assign m_axi_wdata  = {24'b0, fsm_w==FSM_SETUP ? UART_CTRL_CFG : rx_data};
assign m_axi_wvalid = fsm_w == FSM_SETUP ? !d_ready   : (rx_valid && !d_ready);
assign m_axi_wstrb  = 4'b1111;
assign m_axi_bready = 1'b1;
assign rx_ready     = m_axi_bvalid;
assign tx_data      = m_axi_rdata;
assign tx_valid     = m_axi_rvalid && fsm_r == FSM_RX;
assign m_axi_rready = tx_ready     || fsm_r == FSM_IDLE;
assign m_axi_araddr = fsm_r == FSM_IDLE ? UART_REG_STAT : UART_REG_RX;
assign m_axi_arvalid= !m_axi_awvalid && !m_axi_arready && fsm_w == FSM_IDLE;
assign m_axi_arsize = 3'b0;
always @(*) begin : p_fsm_w_n
    case(fsm_w)
        FSM_RESET: n_fsm_w = FSM_SETUP;
        FSM_SETUP: n_fsm_w = a_ready && d_ready ? FSM_IDLE : FSM_SETUP;
        FSM_IDLE : n_fsm_w = FSM_IDLE;
        default  : n_fsm_w = FSM_IDLE;
    endcase
end
always @(*) begin : p_fsm_r_n
    case(fsm_r)
        FSM_RESET: n_fsm_r = FSM_IDLE;
        FSM_IDLE : n_fsm_r = (m_axi_rvalid && m_axi_rdata[0]) ? FSM_RX  :
                                                                FSM_IDLE;
        FSM_RX   : n_fsm_r = tx_ready ? FSM_IDLE : FSM_RX;
        default  : n_fsm_r = FSM_IDLE;
    endcase
end
always @(posedge clk, negedge m_aresetn) begin
    if(!m_aresetn) begin
        a_ready <= 1'b0;
        d_ready <= 1'b0;
    end else begin
        a_ready <= (a_ready || m_axi_awready) && m_axi_awvalid;
        d_ready <= (d_ready || m_axi_wready ) && m_axi_wvalid;
    end
end
always @(posedge clk, negedge m_aresetn) begin : p_fsm_w
    if(!m_aresetn) begin
        fsm_w    <= FSM_RESET;
        fsm_r    <= FSM_RESET;
    end else begin
        fsm_w    <= n_fsm_w;
        fsm_r    <= n_fsm_r;
    end
end
endmodule
--- run.sh ---
#!/bin/bash
# OpenROAD 26Q1-2900-gdf79404cd8, Yosys 0.63+post, stock flow scripts
make -C /OpenROAD-flow-scripts/flow DESIGN_CONFIG=/design/flow/config.mk WORK_HOME=/design/flow/orfs finish
--- config.mk ---
export PLATFORM = sky130hd
export DESIGN_NAME = uart_to_probe
export DESIGN_NICKNAME = uart_to_probe
export VERILOG_FILES = /design/flow/design.v
export SDC_FILE = /design/flow/constraint.sdc
export NUM_CORES = 4
export LEC_CHECK = 1
export CORE_AREA = 10 10 76 76
export DIE_AREA = 0 0 86 86
--- constraint.sdc ---
current_design uart_to_probe

set clk_period 2.0
set clk_io_pct 0.2

create_clock -name clk0 -period $clk_period [get_ports {clk}]

set non_clock_inputs [all_inputs -no_clocks]
set_input_delay [expr $clk_period * $clk_io_pct] -clock clk0 $non_clock_inputs
set_output_delay [expr $clk_period * $clk_io_pct] -clock clk0 [all_outputs]
==> flow_summary_export.csv <==
group,metric,value,unit
global_routing,number_of_antenna_violations_at_the_first_check_in_global_routing,0,
synthesis,synth-compound-area-share,0.03579,
clock_tree,cts_tree,"yes",
final_layout,drive_above_1_share,0.05988,
clock_tree,clk_path_buf_depth,2,
clock_tree,hold_buffers,0,
critical_path,critPathCapture,"m_axi_rready",
synthesis,synth_top_flop_cell,"dfrtp_1",
synthesis,ys_sh_simple,0.09436,
clock_tree,cts_inserted_buffers,3,
global_routing,grt_pass1_wl,3.588,mm
status,outcome,"complete, no violations",
critical_path,crit-reg2reg-capture,"a_ready",
clock_tree,clock.latency.late_pin,0.22,ns
place,dp_hpwl,2.357,mm
power,power.density,403.0,nW/µm²
synthesis,post_synth.cell_area_avg,8.124,µm²
synthesis,synth_top_area_share,0.7028,
sta,rsz0062_at_grt,"false",
synthesis,synth-adder-area-share,0,
critical_path,criticalPathCategory,"in2out",
run,timing.max_cap.violations,0,
synthesis,post_synthesis_sequential_element_count,7,
synthesis,yosys_top_cell_by_area,"buf_4",
critical_path,worst-endpoint-arrival,1.53,ns
critical_path,critical-path-top-cell-by-count,"clkdlybuf4s50_1",
detailed_routing,post_drt_via_cell_ratio,2.839,
critical_path,critical_path_startpoint_category,"input port",
synthesis,summed_standard_cell_area_reported_by_yosys,1154,µm²
synthesis,cells_after_synthesis,142,
critical_path,critPathMaxFanout,3,
place,io_buffers,32,
synthesis,yosys_cells,142,
synthesis,proportion_of_synthesized_flip_flops_having_asynchronous_set_or_reset,1.000,
critical_path,critical_path_required,1.60,ns
power,max-vdd-ir-drop,164.1,µV
clock_tree,cts_post_setup_buffers_inserted,0,
detailed_routing,initialDrtViolationCount,9,
sta,tcrit_tclk_final,0.9637,
critical_path,crit_path_max_incr_delay,0.44,ns
clock_tree,cts-resized-gates,1,
clock_tree,cts-htree-levels,1,
final_layout,finalCoreUtilization,0.2770,
global_routing,grt_remaining_overflow,0,
global_routing,first_global_vias,742,
sta,final.min_clock_period,1.927,ns
synthesis,synth.cellmix.xorXnorShare,0,
final_layout,stdcell_area,1140,µm²
die,floorplan.die.width,86,µm
detailed_routing,wl,2.479,mm
die,chipArea,7396,µm²
sta,post-route-worst-setup-slack,0.07253,ns
clock_tree,clock_sink_count,7,
synthesis,ys_types,20,
detailed_routing,route.detailed.wl_per_inst,11.42,µm
critical_path,worst_r2r_path_depth,3,
critical_path,worst_setup_path_startpoint,"tx_ready",
place,placed_cells_incl_taps,213,
detailed_routing,ant_nets,0,
power,power.static_leakage,0.5980,nW
detailed_routing,detailroute.wirelength.met3,306,µm
detailed_routing,route.detailed.drc,0,
run,tool_warnings,53,
synthesis,post_synth_mux_area_share,0,
sta,timing.final.max_slew_violations,0,
synthesis,synth.logic.top_family,"buffers and inverters",
detailed_routing,vias,616,
place,gp_congestion,0.7521,
die,floorplan.core_area,4115,µm²
critical_path,timing.critical_path.to_type,"primary output",
sta,timing.final.hold_violations,0,
detailed_routing,drt_pre_antenna_iters,4,
die,core_util_floorplan,0.2803,
place,placed_cell_area,1096,µm²
critical_path,timing.rr.start,"fsm_w[2]",
min_path,hold_class,"in2async",
critical_path,worst_path_cell_trace,"clkdlybuf4s50_1 > or2_2 > clkdlybuf4s50_1",
clock_tree,clk_transition_reported_paths,0.04,ns
synthesis,edf_count,0,
final_layout,syn_to_final_growth,-1.193,%
power,p_total,459.3,µW
synthesis,post-synth-top-count-cell,"buf_4",
synthesis,synthesis.area,1154,µm²
die,die_y,86,µm
detailed_routing,wl_met1,1.000,mm
place,post-place-ws,-0.07289,ns
clock_tree,root_buffer,"clkbuf_8",
synthesis,synthTopCellsByCount,"buf_4 (108), nor2b_1 (7), dfrtp_1 (6)",
detailed_routing,top_signal_layer_used,"met4",
critical_path,worst_path_max_delay_cell,"clkdlybuf4s50_1",
synthesis,synthesis.yosys.warnings,1,
critical_path,regToRegSetupSlack,0.96,ns
die,io_count,174,
sta,fin_worst_skew,0.0008861,ns
synthesis,main_area_contributors,"buf_4 (70%), dfrtp_1 (13%), nor2b_1 (3.8%), dfstp_2 (2.3%), and2_1 (1.1%)",
sta,setup_violations,0,
detailed_routing,routed-wl-met2,1.128,mm
synthesis,synth-seq-area-share,0.1529,
global_routing,grt_start_max_net_pins,10,
global_routing,globalRouteTotalUtil,0.05634,
detailed_routing,antenna-diode-count,0,
die,core.rowCount,23,
final_layout,instances_no_fill,217,
sta,max_freq,0.5188,GHz
[layout by cell type, fill, tap and decap left out]
master	instances
clkbuf_1	1
nor2_1	2
clkdlybuf4s50_1	31
o21ai_0	1
o21ba_2	1
buf_4	2
dfstp_2	1
clkbuf_8	3
nor3b_1	1
and2_1	2
a21o_1	1
or2_1	1
nor2b_1	7
nand3_1	1
inv_1	1
dfrtp_1	6
nor3b_2	1
a31o_2	1
a221o_1	1
dlygate4sd2_1	1
or2_2	1
nand2_1	2
conb_1	98
[power by group]
group	internal, mW	leakage (nW)	switching [mW]
Sequential	0.153	0.0759	0.00818
Clock	0.137	0.0228	0.0539
Combinational	0.0724	0.499	0.0345
Total	0.363	0.598	0.0966
[layer usage]
layer / vias to the layer above / GRT usage
met5: - / 0
met4: 0 / 0.01347
met3: 4 / 0.02574
met2: 76 / 0.09060
met1: 258 / 0.06667
li1: 278 / -
[state kept, by name (all words and copies together), names as in the netlist]
signal	cells
a_ready	1
d_ready	1
fsm_r	2
fsm_w	3
[stage by stage]
step	hold WS (ns)	TNS, ns
3_5_place_dp	0.4565	-0.08581
2_1_floorplan	0.1044	0
4_1_cts	0.4388	0
3_3_place_gp	0.4552	-0.08666
6_report	0.4329	0
5_1_grt	0.4636	0
[cell families after synthesis]
logic type,after synthesis
and+or+nand+nor,18
buffers and inverters,110
other,2
DFF,7
AOI/OAI and AO/OA,5
[cell type report]
class                   count  area, µm²
fillers                   434       2975
multi-input cells         121      518.0
repair buffers             34      334.1
flip-flops and latches      7      176.4
well taps                  50      62.56
clock buffers               4      45.04
inverters                   1      3.754
[critical path: cells and delay by family]
| family | cells | cell delay, ns |
|---|---|---|
| buffers and inverters | 2 | 0.85 |
| and+or+nand+nor | 1 | 0.28 |
[how the worst min path moves through the flow]
stage	from	end	slack, ns
global route	m_aresetn	fsm_w[2]	0.46
CTS	m_aresetn	a_ready	0.44
finish	m_aresetn	fsm_w[2]	0.43
Power figures rest on the tool's default switching activity, not on a simulated workload.
